## flow/design.v

```verilog
module PE #(parameter WGT_WIDTH = 8, DATA_WIDTH = 16, IFM_WIDTH = 8)(
    clk,
    rst_n,
    set_reg, 
    ifm,
    wgt,
    psum_in,
    psum_out
	);
	input clk    ;  
	input rst_n  ;
	input set_reg;
	input  signed [IFM_WIDTH-1:0   ]          ifm      ;
	input  signed [WGT_WIDTH-1:0   ]          wgt      ;
	input  signed [DATA_WIDTH-1:0  ]          psum_in  ;
	output signed [DATA_WIDTH-1:0  ]          psum_out ;
	reg signed  [DATA_WIDTH-1:0] psum;
	wire signed [DATA_WIDTH-1:0] psum_in_wire ;
	wire signed [DATA_WIDTH-1:0] psum_out_wire;
	REGG #(.DATA_WIDTH(DATA_WIDTH)) psum_reg (
			.clk     (clk          ),
		  .rst_n   (rst_n        ),
		  .set_reg (set_reg      ),
		  .reg_in  (psum         ),
		  .reg_out (psum_out_wire)
	);
	always @(ifm or wgt or psum_in) begin
			psum = wgt*ifm + psum_in;
		end
	assign psum_out = psum_out_wire;
endmodule
module REGG #(parameter DATA_WIDTH = 16)  (
		clk,
		rst_n,
		set_reg,
		reg_in,
		reg_out,
		);
  input clk     ;
	input rst_n   ;
	input set_reg ;
  input signed  [DATA_WIDTH-1:0] reg_in         ;  
  output signed [DATA_WIDTH-1:0] reg_out        ; 
	reg signed    [DATA_WIDTH-1:0] internal_data  ;
	reg signed    [DATA_WIDTH-1:0] internal_signal;
	always @(posedge clk or negedge rst_n) begin
		if(!rst_n) begin
			internal_data <= 0;
		end
		else begin
			internal_data <= internal_signal;
		end
	end
	always @(*) begin
		if(set_reg) begin
		  internal_signal = reg_in;
		end
		else begin
			internal_signal = internal_data;
		end
	end
	assign reg_out = internal_data;
endmodule
```

## flow/run.sh

```bash
#!/bin/bash
# OpenROAD 26Q1-2900-gdf79404cd8, Yosys 0.63+post, stock flow scripts
make -C /OpenROAD-flow-scripts/flow DESIGN_CONFIG=/design/flow/config.mk WORK_HOME=/design/flow/orfs finish
```

## flow/config.mk

```make
export PLATFORM = sky130hd
export DESIGN_NAME = PE
export DESIGN_NICKNAME = PE
export VERILOG_FILES = /design/flow/design.v
export SDC_FILE = /design/flow/constraint.sdc
export NUM_CORES = 4
export LEC_CHECK = 1
export CORE_UTILIZATION = 50
```

## flow/constraint.sdc

```tcl
current_design PE

set clk_period 1.3
set clk_io_pct 0.2

create_clock -name clk0 -period $clk_period [get_ports {clk}]

set non_clock_inputs [all_inputs -no_clocks]
set_input_delay [expr $clk_period * $clk_io_pct] -clock clk0 $non_clock_inputs
set_output_delay [expr $clk_period * $clk_io_pct] -clock clk0 [all_outputs]
```

==> job_summary.md <==
## PnR job results

| Metric | Value |
|---|---|
| Relative slew margins | `77.8%` |
| Final Skew | `0 ns` |
| Critical path endpoint category | `flip-flop` |
| Biggest register | `psum_reg.internal_data` |
| CP Data Arrival Time | `4.43 ns` |
| MaxCap Viol Count | `0` |
| CTS Sinks | `16` |
| Routability congestion estimate from global placement | `0.859` |
| Max Buffers Root-to-Sink | `2` |
| Die Size | `0.00732 mm²` |
| Post-DR wirelength/cell | `13.1 µm` |
| Yosys Instances | `333` |
| Distinct lib cells | `37` |
| Clock-pin slew of the registers on the worst-case setup and hold paths | `0.06 ns` |
| First-pass DRT Iterations | `4` |
| Sw Ratio | `40.2%` |
| TritonCTS buffer count | `3` |
| Ys flop type | `dfrtp_1` |
| Pwr Density | `2520 mW/mm²` |
| CP max FO | `2` |
| Top cells by count | `fa_1, inv_1, ha_1` |
| Synth mux share | `4.30%` |
| Largest net degree at the start of global routing | `20` |
| Log Warnings | `30` |
| Clk latency late pin | `0.25 ns` |
| Startpoint types | `primary input` |
| Tightest Pin Transition | `0.332 ns` |
| Yosys aoi share | `7.20%` |
| Num rows | `30` |
| Dominant kind of combinational cell | `adder cells` |
| Lkg Pwr | `2.64 nW` |
| Yosys reg bits | `16` |
| Total GRT Usage | `23.1%` |
| Synth area leader | `fa_1` |
| Int Pwr | `7.94 mW` |
| TritonCTS clock tree | `yes` |
| Syn Inst Count | `333` |
| Post-route setup slack | `-3.00 ns` |
| Gate power share | `90.0%` |
| Via count of the first global-routing pass | `2,766` |
| Top cells, area | `fa_1, ha_1, dfrtp_1, inv_1, and2_1` |
| Period utilization | `331%` |
| Via count | `2,660` |
| Die width | `85.6 µm` |
| Area of the mapped netlist | `0.00349 mm²` |
| Yosys chip area | `0.00349 mm²` |
| Final min period | `4.30 ns` |
| Largest register FFs | `16` |
| Vias per cell | `4.85` |
| Most common cell in the synthesized netlist | `fa_1` |
| Height of the die | `85.6 µm` |
| GRT overflow | `0` |
| Layout cells sized above 1 | `43.9%` |
| Std-Cell Core Area | `0.00676 mm²` |
| Area added between synthesis and finish | `51.1%` |
| Post-synth EDFFs | `0` |
| Yosys xor share | `4.51%` |
| FILL cells | `450` |
| Final setup fails | `15` |
| CP Class | `in2reg` |
| Crit path DRT | `1.44 ns` |
| Worst Hold Class | `in2async` |
| Seq/Total Area, Yosys | `11.5%` |
| Cell area after layout | `0.00528 mm²` |
| Hold WS | `0.328 ns` |
| CTS root buf | `clkbuf_8` |
| Synthesized area per cell | `10.5 µm²` |
| Failing checks | `negative setup slack` |
| Final Hold Vio Count | `0` |
| Init Core Util | `51.7%` |
| DR iter-0 viols | `48` |
| Clock Power Share | `3.3%` |
| RSZ-0062 raised after global routing | `true` |
| Maximum VDD drop | `4.58 mV` |
| Top Registers | `psum_reg.internal_data: 16 flops` |
| Hold-fix buffers, CTS | `0` |
| Psw | `5.34 mW` |
| First-pass GRT wire length | `12,500 µm` |
| Antenna Cells | `0` |
| Max Freq | `0.233 GHz` |
| # IOs | `51` |
| Placed cell areas | `0.00468 mm²` |
| Post-route antenna net violation count | `0` |
| Number of remaining DRC errors | `0` |
| HPWL Detailed | `5830 µm` |
| Max-slew violations | `0` |
| Simple-Gate Fraction of Synth Area | `10.4%` |
| WL final | `7180 µm` |
| Synth Area in Adders | `54.0%` |
| IO buf count | `50` |
| Status | `finished, violations left` |
| Sequential power share | `6.7%` |
| H-Tree Depth | `1` |
| Initial antenna violation count | `0` |
| Dominant cell area share | `40.7%` |
| Synth async-reset ratio | `100%` |
| YS warnings | `2` |
-- worst max-delay path: stages --
cell and delay (ns):
buf_8 0.07, buf_6 0.10, nand2_4 0.04, fa_1 0.49, inv_2 0.05, fa_1 0.53
inv_1 0.05, fa_1 0.49, inv_2 0.04, fa_2 0.36, fa_1 0.59, ha_4 0.22
o21a_4 0.12, a2111oi_4 0.35, buf_4 0.18, o21ai_2 0.05, a21oi_2 0.13, xnor2_1 0.07
mux2_4 0.25
-- metrics by stage --
| step | worst slack [ns] | std cells | util (%) | TNS [ns] | power (mW) |
|---|---|---|---|---|---|
| after floorplan | -3.05 | 333 | - | -34.18 | 7.38 |
| after global placement | -3.72 | 521 | 69.3 | -45.86 | 10.7 |
| after detailed placement | -3.75 | 521 | 69.3 | -45.97 | 10.8 |
| after CTS | -3.08 | 547 | 75.9 | -34.54 | 12.5 |
| after global routing | -3.14 | 549 | 78.1 | -35.47 | 14.7 |
| final | -3.00 | 549 | 78.1 | -33.91 | 13.3 |
-- path summary, 6_finish.rpt --
path / slack [ns] / from / end / cells after the start
worst min-delay path: 0.33 / rst_n / psum_reg.internal_data[9] / 2
worst max register to register: 0.41 / psum_reg.internal_data[9] / psum_reg.internal_data[9] / 2
max in group asynchronous: 0.79 / rst_n / psum_reg.internal_data[8] / 2
worst max-delay path: -3.00 / wgt[5] / psum_reg.internal_data[15] / 19
min in group clk0: 0.50 / psum_reg.internal_data[1] / psum_reg.internal_data[1] / 1
worst min register to register: 0.50 / psum_reg.internal_data[1] / psum_reg.internal_data[1] / 1
-- power groups by stage --
stage | combinational, mW | clock [mW] | sequential, mW
finish | 12.0 | 0.439 | 0.888
global route | 13.3 | 0.481 | 0.918
CTS | 11.2 | 0.449 | 0.884
-- cells by family (layout without fill, tap and decap cells) --
| kind of cell | after synthesis | after routing |
|---|---|---|
| compound gates | 32 | 32 |
| xor+xnor | 18 | 18 |
| fa+ha+maj | 108 | 108 |
| buf+inv | 74 | 210 |
| flops | 16 | 16 |
| mux | 13 | 13 |
| simple gates | 72 | 72 |
-- placed cells by master (no fill, tap or decap), types with 4 or more instances in the layout --
cell type / synthesis / routed
nand2_2: 0 / 8
inv_2: 0 / 17
dlygate4sd2_1: 0 / 22
ha_4: 0 / 13
fa_1: 71 / 65
nand2_1: 25 / 11
buf_4: 2 / 60
inv_1: 70 / 53
clkdlybuf4s50_1: 0 / 11
and2_1: 32 / 23
ha_1: 37 / 22
xnor2_1: 15 / 13
nor2_1: 10 / 8
clkbuf_8: 0 / 4
fa_2: 0 / 6
buf_2: 0 / 6
dfrtp_1: 16 / 16
buf_6: 0 / 30
mux2_4: 1 / 12
o21a_1: 4 / 4
nand2_4: 0 / 6
and2_4: 0 / 9
-- area by class of cell --
class                   count  area [µm²]  share of cell area [%]
multi-input cells         243        3240                    61.4
well taps                  80         100                    1.90
repair buffers            135        1210                    23.0
flip-flops and latches     16         400                    7.59
inverters                  71         268                    5.08
clock buffers               4        55.1                    1.04
-- layer usage --
| layer | track usage (%) | routed length, µm |
|---|---|---|
| met1 | 40.4 | 3340 |
| met2 | 35.7 | 3660 |
| met3 | 3.13 | 176 |
| met4 | 0.303 | 0 |
| met5 | 0 | 0 |
-- timing repair --
item	4_1_cts	5_1_grt
hold endpoints to repair	0	0
endpoints found under the setup margin	32	15
pin swaps	67	25
buffers inserted	23	2
gates resized	171	33
Power figures rest on the tool's default switching activity, not on a simulated workload.
