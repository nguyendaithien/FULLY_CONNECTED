`./run.sh`:
```
#!/bin/bash
# OpenROAD 26Q1-2900-gdf79404cd8, Yosys 0.63+post, stock flow scripts
make -C /OpenROAD-flow-scripts/flow DESIGN_CONFIG=/design/flow/config.mk WORK_HOME=/design/flow/orfs finish
```
`./config.mk`:
```
export PLATFORM = sky130hd
export DESIGN_NAME = FIFO_ASYNCH
export DESIGN_NICKNAME = FIFO_ASYNCH
export VERILOG_FILES = /design/flow/design.v
export SDC_FILE = /design/flow/constraint.sdc
export NUM_CORES = 4
export LEC_CHECK = 1
export CORE_UTILIZATION = 40
```
`./constraint.sdc`:
```
current_design FIFO_ASYNCH

set clk_period 2.5
set clk_io_pct 0.2

create_clock -name clk0 -period $clk_period [get_ports {clk1}]
create_clock -name clk1 -period $clk_period [get_ports {clk2}]

set non_clock_inputs [all_inputs -no_clocks]
set_input_delay [expr $clk_period * $clk_io_pct] -clock clk0 $non_clock_inputs
set_output_delay [expr $clk_period * $clk_io_pct] -clock clk0 [all_outputs]
```
`./design.v`:
```
module FIFO_ASYNCH #(parameter DATA_WIDTH = 16, FIFO_SIZE = 7, ADD_WIDTH = 3) (
		clk1  ,
		clk2  ,
		rd_clr,
		wr_clr,
		rd_inc,
		wr_inc,
		wr_en ,
		rd_en ,
		data_in_fifo ,
		data_out_fifo,
		);
   input clk1  ;  
   input clk2  ; 
   input rd_clr;         
   input wr_clr;
   input rd_inc;
   input wr_inc;
   input wr_en ;
   input rd_en ;
   input  [DATA_WIDTH-1:0] data_in_fifo ;
   output [DATA_WIDTH-1:0] data_out_fifo;
   reg [DATA_WIDTH-1:0] fifo_data [FIFO_SIZE-1:0];
   reg [12:0] rd_ptr                  ;
   reg [12:0] wr_ptr                  ;
   reg [DATA_WIDTH-1:0] data_read               ;
   reg reg_re;
   reg reg_we;
	 always @(*) begin
	 		reg_re = rd_en;
			reg_we = wr_en;
	 end
	 always @(posedge clk1 or posedge rd_clr) begin
	 	 if(rd_clr) begin
		 		rd_ptr <= 0;
		 end
		 else if(reg_re) begin
		 		data_read <= fifo_data[rd_ptr];
				rd_ptr    <= rd_ptr + rd_inc   ;
		end
		else begin 
				data_read <= 0;
		end
	end
	always @(posedge clk2 or posedge wr_clr) begin
			if(wr_clr) begin
			  wr_ptr <= 0;
			end
			else if(reg_we) begin
				fifo_data[wr_ptr] <= data_in_fifo   ;
				wr_ptr            <= wr_ptr + wr_inc;
			end
			else begin
				fifo_data[wr_ptr] <= fifo_data[wr_ptr];
			end
	end
	assign data_out_fifo = data_read;
endmodule
```
==> impl_metrics.toml <==
# implementation run metrics
[outcome]
status = "complete, no violations"

[route]
ant_nets = 0
vias_per_cell = 5.72
drtIter0Drc = 339
vias = 4255
diodes = 0
routed_wl_um = 16300
post_drt_wl_per_cell_um = 22.0
post-route-drc-count = 0
drt_pre_antenna_iters = 4

[timing]
max_slew_margin_pct = 51.3
hold_ws_ps = 481
fin_skew_ps = 11.8
rsz0062_at_grt = "false"
worst_pin_slew_ps = 727
setup_viol = 0
maxSlewViolCount = 0
hold_violations = 0

[min_path]
holdCritPathClass = "in -> async"

[pwr]
power.density_nw_per_um2 = 1280
swShare_pct = 33.8
peakVddDrop_mv = 0.620
clkPwrFrac_pct = 26.8
leakage_nw = 2.79
comb_power_share_pct = 38.3
power.internal_mw = 6.68
p_switching_mw = 3.42
p_seq_share_pct = 35.0

[logic_synthesis]
numSynthFlops = 134
ys_area_um2 = 6480
postSynthAreaPerCell_um2 = 14.1
ff_type = "edfxtp_1"
async_reset_ff_share_pct = 4.48
top_area_cell = "edfxtp_1"
yosys_cells = 459
syn-instance-count = 459
yosys-top-cells-area = "edfxtp_1 59%, mux2i_1 7.1%, mux2_2 4.5%"
ys_types = 48
netlist_area_um2 = 6480
ys_seq_share_pct = 61.6
ys_warn_count = 2
edf_count = 128
top_cell_area_share_pct = 59.3

[worst_setup_path]
path_buffers = 1
cp-start-kind = "flop"
required_ps = 2640
cp_max_fo = 22
cpLargestDelayFamily = "flip-flops"
slowest_delay_ps = 570
worstSetupPathType = "reg -> reg"
arrival_ps = 2400
critical_path.slowest_cell = "dfrtp_1"
path_cells = "buf_4 -> mux2_2 -> a22oi_1 -> or2_2 -> a32oi_1"
critPathCaptureType = "flop"

[placed_design]
hpwl_um = 10400
place_inst = 708
gp_congestion = 0.919
io_buffers = 38

[global_routing]
antenna_found_initial = 0
grt_max_degree = 37
overflow = 0
grt_pass1_wl_um = 25500
grtUsageTotal_pct = 21.9
first_global_vias = 4531

[floorplanning]
io_pins = 40
placementRows = 46
fp_util_pct = 41.0
die_w_um = 129
core_um2 = 15800
die_area_um2 = 16700
dieHeight_um = 129

[finish]
syn_to_final_growth_pct = 21.8
lay_top_cells = "128 x edfxtp_1, 46 x mux2i_1, 38 x clkdlybuf4s50_1"
drive_gt1_share_pct = 21.6
final_common_cell = "edfxtp_1"
fin_cells = 744

[flow_run]
warnings = 27
maxCapViolations = 0

[clock_network]
cts.sinks = 134
worst_setup_hold_path_clk_slew_ps = 50
ctsHoldBuffers = 0
cts_resized = 0
cts_setup_buffers = 0
cts_tree = "built"
==> cell type report <==
type	instances	area (µm²)
clock buffer	22	508
timing repair buffer	71	653
fill	1313	7930
sequential	134	4000
inverter	11	41.3
multi-input combinational	276	2270
clock inverter	14	164
tap	216	270
==> power by group through the flow <==
stage / sequential (mW) / clock (mW) / combinational (mW)
4_1_cts: 3.52 / 2.74 / 3.85
5_1_grt: 3.57 / 2.86 / 4.20
6_report: 3.53 / 2.70 / 3.86
==> sequential cells by signal, indices dropped and copies added (netlist names) <==
name       cells
rd_ptr         3
wr_ptr         3
fifo_data    112
data_read     16
==> per-layer routing <==
layer | global-route usage (%) | wire [µm] | vias to the layer above
li1 | - | - | 1947
met1 | 31.0 | 6630 | 2035
met2 | 32.7 | 7410 | 247
met3 | 10.0 | 1980 | 26
met4 | 4.64 | 332 | 0
met5 | 1.47 | 0 | -
==> worst paths after layout <==
| path | from | endpoint | slack [ps] | cells after the start |
|---|---|---|---|---|
| worst max-delay path | wr_ptr[1] | fifo_data[1][11] | 250 | 5 |
| worst min-delay path | wr_clr | wr_ptr[1] | 480 | 2 |
| worst max register to register | wr_ptr[1] | fifo_data[1][11] | 250 | 5 |
| worst min register to register | rd_ptr[1] | rd_ptr[1] | 800 | 1 |
| max in group clk0 | rd_ptr[2] | data_read[9] | 520 | 4 |
| max in group asynchronous | rd_clr | rd_ptr[2] | 1370 | 3 |
| min in group clk0 | rd_ptr[1] | rd_ptr[1] | 800 | 1 |
| min in group clk1 | fifo_data[6][5] | fifo_data[2][5] | 840 | 3 |
==> through the flow <==
stage	instance area [µm²]	worst slack (ps)	setup TNS, ps	util, %	power (mW)
global route	7900	58.6	0	49.9	10.6
detailed placement	7230	265	0	45.7	7.37
global placement	7230	387	0	45.7	7.33
floorplan	6500	-110	-3530	-	6.16
CTS	7900	243	0	49.9	10.1
finish	7900	248	0	49.9	10.1
==> synthesized netlist by cell type (all sizes together) (3+ instances only) <==
master and count:
or2 6, a21oi 18, o22ai 18, dfrtp 6, a2bb2oi 13, a32oi 5
a21boi 3, o21a 12, nor3 4, nor2b 16, edfxtp 128, a221o 3
clkbuf 10, a221oi 22, nand2b 6, o2bb2ai 4, mux2 27, nand2 15
buf 28, mux2i 46, a22o 7, a22oi 19, nand3 6, ha 4
nor2 5, o31a 3, inv 11
==> logic make-up after synthesis <==
logic type      after synthesis  share of synthesized area [%]
fa+ha+maj                     4                          0.772
simple gates                 64                           5.52
xor+xnor                      2                          0.270
flops                       134                           61.6
buf+inv                      49                           3.96
compound gates              133                           16.0
mux                          73                           11.9
Power and IR drop assume default switching activity.
