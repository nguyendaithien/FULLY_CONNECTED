==> flow/design.v <==
module MUX_8_1 # (parameter DATA_WIDTH = 16) (
		in1,
		in2,
		in3,
		in4,
		in5,
		in6,
		in7,
		in8,
		sel,
		out
);
    input [DATA_WIDTH-1:0] in1 ;
    input [DATA_WIDTH-1:0] in2 ;
    input [DATA_WIDTH-1:0] in3 ;
    input [DATA_WIDTH-1:0] in4 ;
    input [DATA_WIDTH-1:0] in5 ;
    input [DATA_WIDTH-1:0] in6 ;
    input [DATA_WIDTH-1:0] in7 ;
    input [DATA_WIDTH-1:0] in8 ;
    input [3:0] sel ;
    output reg [DATA_WIDTH-1:0] out ; 
    always @(*) begin
        case (sel)
            4'b0001: out = in1;
            4'b0010: out = in2;
            4'b0011: out = in3;
            4'b0100: out = in4;
            4'b0101: out = in5;
            4'b0110: out = in6;
            4'b0111: out = in7;
						4'b1000: out = in8;
            default: out = 1'b0;  
        endcase
    end
endmodule
==> flow/run.sh <==
#!/bin/bash
# OpenROAD 26Q1-2900-gdf79404cd8, Yosys 0.63+post, stock flow scripts
make -C /OpenROAD-flow-scripts/flow DESIGN_CONFIG=/design/flow/config.mk WORK_HOME=/design/flow/orfs finish
==> flow/config.mk <==
export PLATFORM = sky130hd
export DESIGN_NAME = MUX_8_1
export DESIGN_NICKNAME = MUX_8_1
export VERILOG_FILES = /design/flow/design.v
export SDC_FILE = /design/flow/constraint.sdc
export NUM_CORES = 4
export LEC_CHECK = 1
export CORE_AREA = 10 10 80 80
export DIE_AREA = 0 0 90 90
==> flow/constraint.sdc <==
current_design MUX_8_1

set clk_period 6.1
set clk_io_pct 0.2

create_clock -name clk0 -period $clk_period

set non_clock_inputs [all_inputs -no_clocks]
set_input_delay [expr $clk_period * $clk_io_pct] -clock clk0 $non_clock_inputs
set_output_delay [expr $clk_period * $clk_io_pct] -clock clk0 [all_outputs]
==> impl_metrics.env <==
# yosys + openroad results
export IMPL_drv_slew=0
export IMPL_core_area_um2=4720
export IMPL_period_needed_ps=4800
export IMPL_seq_area_um2=0
export IMPL_gp_congestion=0.898
export IMPL_antenna_found_initial=0
export IMPL_io_pins=148
export IMPL_cts_setup_buffers=0
export IMPL_start_kind="primary input"
export IMPL_track_usage_pct=16.9
export IMPL_worstPathRequired_ps=4880
export IMPL_grt_pass1_wl_mm=11.4
export IMPL_leakagePower_nw=1.01
export IMPL_setup_viol=0
export IMPL_io_buffers=148
export IMPL_end_kind="output port"
export IMPL_warnings=33
export IMPL_drt_total_wl_mm=7.43
export IMPL_syn_area_um2=1490
export IMPL_rsz0062_at_grt="no"
export IMPL_hold_viol=0
export IMPL_wl_met1_mm=3.66
export IMPL_top_cell="nand3b_1"
export IMPL_antennaDiodeCount=0
export IMPL_status="finished clean"
export IMPL_first_iter_violations=145
export IMPL_powerDensity_nw_per_um2=60.0
export IMPL_worstPathArrival_ps=3580
export IMPL_cp_startpoint="sel[3]"
export IMPL_wl_per_cell_um=17.9
export IMPL_yosys_top_cells_area="nand3b_1, a21oi_1, mux2i_1"
export IMPL_worstSetupPathType="in2out"
export IMPL_path_max_fanout=35
export IMPL_routed_via_density=4.89
export IMPL_synth_top_cell_area_share_pct=48.5
export IMPL_chipHeight_um=90
export IMPL_synth_distinct_cells=14
export IMPL_antenna_left=0
export IMPL_yosysChipArea_um2=1490
export IMPL_top_layer="met3"
export IMPL_fmax_mhz=208
export IMPL_yosysSeqAreaShare_pct=0
export IMPL_num_rows=25
export IMPL_ys_cells=225
export IMPL_first_pass_iters=4
export IMPL_maxSlewHeadroom_pct=58.5
export IMPL_first_global_vias=1871
export IMPL_hold_path_class="in2out"
export IMPL_flops=0
export IMPL_period_used_pct=78.7
export IMPL_fin_tns_setup_ps=0
export IMPL_drcViolationCount=0
export IMPL_common_cells="nand3b_1, a21oi_1, mux2i_1, nor2_1, or4_1"
export IMPL_yosys_area_top_type="nand3b_1"
export IMPL_syn2layout_area_growth_pct=96.2
export IMPL_comb_area_um2=1330
export IMPL_hpwl_mm=6.00
export IMPL_fillCellCount=451
export IMPL_ctsHoldBuffers=0
export IMPL_wl_met2_mm=3.24
export IMPL_critPathCapture="out[13]"
export IMPL_syn_area_per_cell_um2=6.61
export IMPL_grt_overflow=0
export IMPL_grt_max_degree=66
export IMPL_synthCells=225
export IMPL_place_ws_ps=1300
export IMPL_drive_above_1_share_pct=2.01
export IMPL_ir_drop_v=0.0000491
export IMPL_num_vias=2029
export IMPL_worst_slew_pin_slew_ps=622
export IMPL_chipWidth_um=90
export IMPL_die_area_um2=8100
export IMPL_clock_buffers=0
export IMPL_yosys_warnings=1
export IMPL_max_cap_viol_count=0
export IMPL_setup_ws_ps=1300
export IMPL_fp_util_pct=31.5
export IMPL_wl_met3_um=535
export IMPL_cts_resized=0
[final cells by class]
class | count | share of cell area (%)
repair buffers | 152 | 51.5
multi-input cells | 196 | 45.6
well taps | 67 | 2.87
[kinds of logic after synthesis]
group,Yosys count,synth area share (%)
and+or+nand+nor,132,62.6
AOI/OAI and AO/OA,48,16.2
buffers and inverters,29,10.4
muxes,16,10.8
[worst min path at each step]
stage | cells after the start | slack [ps] | from | end
4_1_cts | 5 | 3380 | sel[2] | out[15]
5_1_grt | 5 | 3420 | sel[2] | out[5]
6_report | 5 | 3370 | sel[2] | out[15]
[layer usage]
metal  up-vias  track usage [%]
li1       1088                -
met1       861             25.5
met2        80             25.5
met3         0             3.52
met4         0                0
met5         -                0
[through the flow]
stage                     util (%)  area, um^2  cells  total power [W]  hold WS, ps
after global placement        61.7        2920    415         0.000174         3380
after global routing          61.7        2920    415         0.000189         3420
after detailed placement      61.7        2920    415         0.000175         3380
after floorplan                  -        1490    225        0.0000625         2620
final                         61.7        2920    415         0.000175         3370
after CTS                     61.7        2920    415         0.000176         3380
[power breakdown]
part           internal, W  switching (W)  total (W)  leakage [nW]
sequential               0              0          0             0
combinational     0.000121      0.0000543   0.000175          1.01
clock                    0              0          0             0
[critical path: stages]
cell and delay [ps]:
clkdlybuf4s50_1 450, buf_4 270, or2_1 540, a21oi_1 100
or4_1 510, clkdlybuf4s50_1 480
[cells in the final DEF, fill, tap and decap left out, drive strengths merged]
cell           Yosys  layout
nand2b             1       1
clkdlybuf4s50      0     146
buf               20       6
nor2              16      16
nand3b            97      97
mux2i             16      16
or4               16      16
or2                2       2
a21oi             48      48
Power figures rest on the tool's default switching activity, not on a simulated workload.
